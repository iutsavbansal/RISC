[flow/run.sh]
#!/bin/bash
# OpenROAD 26Q1-2900-gdf79404cd8, Yosys 0.63+post, stock flow scripts
make -C /OpenROAD-flow-scripts/flow DESIGN_CONFIG=/design/flow/config.mk WORK_HOME=/design/flow/orfs finish
[flow/config.mk]
export PLATFORM = sky130hd
export DESIGN_NAME = Register_File
export DESIGN_NICKNAME = Register_File
export VERILOG_FILES = /design/flow/design.v
export SDC_FILE = /design/flow/constraint.sdc
export NUM_CORES = 4
export LEC_CHECK = 1
export CORE_UTILIZATION = 50
[flow/constraint.sdc]
current_design Register_File

set clk_period 6.5
set clk_io_pct 0.2

create_clock -name clk0 -period $clk_period [get_ports {clk}]

set non_clock_inputs [all_inputs -no_clocks]
set_input_delay [expr $clk_period * $clk_io_pct] -clock clk0 $non_clock_inputs
set_output_delay [expr $clk_period * $clk_io_pct] -clock clk0 [all_outputs]
[flow/design.v]
module Register_File(clk,rst,WE3,WD3,A1,A2,A3,RD1,RD2);
    input clk,rst,WE3;
    input [4:0]A1,A2,A3;
    input [31:0]WD3;
    output [31:0]RD1,RD2;
    reg [31:0] Register [31:0];
    always @ (posedge clk)
    begin
        if(WE3)
            Register[A3] <= WD3;
    end
    assign RD1 = (~rst) ? 32'd0 : Register[A1];
    assign RD2 = (~rst) ? 32'd0 : Register[A2];
    initial begin
        Register[5] = 32'h00000005;
        Register[6] = 32'h00000004;
    end
endmodule
==> impl_metrics.yaml <==
# implementation run metrics
status:
  status: "complete, no violations"
synth:
  synthFlopType: "edfxtp_1"
  syn-cell-area_um2: 47200
  syn_inst: 2323
  synth.avg_cell_area_um2: 20.3
  yosys-stat-cells: 2323
  top_cells_by_area: "edfxtp_1 (65%), mux4_2 (21%), mux2_2 (3.1%), mux2i_1 (2.7%), o221ai_1 (1.2%)"
  top_area_frac: 0.651
  async_flop_share: 0
  synth_area_leader_cell: "edfxtp_1"
  ys_area_um2: 47200
  edf_count: 1024
  ys_seq_frac: 0.651
  ys_ff: 1024
  synth_cell_types: 28
  yosysWarningCount: 1
finish:
  num-fill-cells: 6723
  layout_top_cell: "edfxtp_1"
  lay_top_cells: "edfxtp_1 (1024), mux4_2 (448), mux2i_1 (128), mux2_2 (128), buf_4 (123)"
  top_register: "Register"
  largest_reg_flops: 1024
  reg_top3: "Register x1024"
  syn_to_final_growth_pct: 14.1
  utilization: 0.576
  drive_above_1_share: 0.363
pwr:
  powerDensity_nw_per_um2: 273
  combPwrFrac: 0.088
  p_switching_w: 0.00331
  p_sw_frac: 0.225
  peakVddDrop_v: 0.000231
  cell_internal_pwr_w: 0.0114
  seq_power_share: 0.502
  p_leak_nw: 16.8
  p_clk_frac: 0.411
worst_setup_path:
  cp.required_ns: 5.20
  critPathMaxFanout: 37
  end_kind: "output port"
  crit_arrival_ns: 4.58
  startpoint_type: "primary input"
  crit_type: "primary input to output port"
grt:
  antenna_found_initial: 7
  track_usage: 0.349
  grt_max_degree: 63
  grt_pass1_wl_mm: 206
  grt_overflow: 0
  grt_pass1_vias: 29547
place:
  hpwl_mm: 85.3
  gp_congestion: 0.894
  port_buffers: 113
  pre_cts_ws_ns: 0.770
floorplanning:
  coreArea_um2: 93500
  initial_core_util: 0.505
  die_x_um: 309
  rows: 112
  chipArea_um2: 95700
  die_y_um: 309
  ios: 114
sta:
  worst_pin_slew_ns: 1.03
  finalSetupTns_ns: 0
  fin_ws_ns: 0.622
  finalHoldViolations: 0
  setup_violations: 0
  fmax_mhz: 170
  fin_crit_ns: 5.88
  finalClockPeriodUsage: 0.904
  max_slew_margin: 0.312
  whs_ns: 1.37
  slew_viol_final: 0
  grt_setup_unrepaired: "no"
run:
  warnings: 26
  cap_violations: 0
detailed_routing:
  final_antenna_net_count: 0
  drc: 0
  first_pass_iters: 5
  vias_per_cell: 6.92
  vias: 26457
  wl_per_cell_um: 37.5
  wl_mm: 144
  dr.first_iter.drc_count: 1694
  n_antenna_cell: 0
clocking:
  cts_tree: "yes"
  cts.reportedPaths.clkPinSlew_ns: 0.06
  cts_buffer_depth: 3
  postCtsHoldBufs: 0
  cts_buffers: 107
  cts_root_buf: "clkbuf_16"
  post-cts-setup-buffers: 0
  cts_resized: 0
  cts.sink_count: 1024
  htreeDepth: 3
min_path:
  min_path_cells: 1
  hold_class: "primary input to flip-flop"
[cell usage after synthesis (25+ instances only)]
cell,number
edfxtp_1,1024
mux4_2,448
mux2_2,128
mux2i_1,128
clkbuf_1,102
buf_2,66
a22oi_1,64
a31oi_1,64
o221ai_1,64
a221oi_1,52
nor2_1,39
o21ai_0,30
nand2_1,25
[per-layer routing]
metal | global-route usage | vias up | share of wire
met1 | 0.454 | 13452 | 0.31
met4 | 0.0876 | 24 | 0.035
li1 | - | 10591 | -
met2 | 0.473 | 2056 | 0.45
met3 | 0.290 | 334 | 0.20
met5 | 0.0319 | - | 0.0034
[per-stage QoR]
step	instances	instance area (µm²)	total power, W
after floorplan	2323	47200	0.00824
after global placement	3626	50400	0.00879
after detailed placement	3626	50400	0.00880
after CTS	3825	53900	0.0148
after global routing	3825	53900	0.0151
final	3825	53900	0.0147
[cell type report]
type	instances	area, µm²	share of cell area
Clock buffer	128	2800	0.0520
Clock inverter	71	663	0.0123
Inverter	2	12.5	0.000232
Multi-Input combinational cell	1097	15800	0.292
Sequential cell	1024	30700	0.571
Tap cell	1254	1570	0.0291
Timing Repair Buffer	249	2320	0.0431
[logic make-up after synthesis]
logic type | share of synthesized area
AND-OR/OR-AND | 0.0479
buffers and inverters | 0.0212
flip-flops | 0.651
multiplexers | 0.271
AND/OR/NAND/NOR | 0.00811
[worst max-delay path, cell delays in order]
cell	delay, ns
buf_4	0.52
buf_4	0.66
mux4_2	0.40
mux2_2	0.27
o221ai_1	0.67
a31oi_1	0.21
clkdlybuf4s50_1	0.50
[power groups by stage]
stage | logic [W] | clock network [W] | registers, W
CTS | 0.00129 | 0.00613 | 0.00738
global route | 0.00137 | 0.00636 | 0.00739
finish | 0.00129 | 0.00604 | 0.00738
[final timing paths]
| path | from | endpoint | slack [ns] |
|---|---|---|---|
| worst min-delay path | WD3[28] | Register[27][28]$_DFFE_PP_ | 1.37 |
| worst max-delay path | A2[1] | RD2[13] | 0.62 |
Power is estimated from default activity; no workload was simulated.
