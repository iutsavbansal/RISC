==> /design/flow/design.v <==
module ALU(A,B,Result,ALUControl,OverFlow,Carry,Zero,Negative);
    input [31:0]A,B;
    input [2:0]ALUControl;
    output Carry,OverFlow,Zero,Negative;
    output [31:0]Result;
    wire Cout;
    wire [31:0]Sum;
    assign {Cout,Sum} = (ALUControl[0] == 1'b0) ? A + B :
                                          (A + ((~B)+1)) ;
    assign Result = (ALUControl == 3'b000) ? Sum :
                    (ALUControl == 3'b001) ? Sum :
                    (ALUControl == 3'b010) ? A & B :
                    (ALUControl == 3'b011) ? A | B :
                    (ALUControl == 3'b101) ? {{31{1'b0}},(Sum[31])} : {32{1'b0}};
    assign OverFlow = ((Sum[31] ^ A[31]) & 
                      (~(ALUControl[0] ^ B[31] ^ A[31])) &
                      (~ALUControl[1]));
    assign Carry = ((~ALUControl[1]) & Cout);
    assign Zero = &(~Result);
    assign Negative = Result[31];
endmodule
==> /design/flow/run.sh <==
#!/bin/bash
# OpenROAD 26Q1-2900-gdf79404cd8, Yosys 0.63+post, stock flow scripts
make -C /OpenROAD-flow-scripts/flow DESIGN_CONFIG=/design/flow/config.mk WORK_HOME=/design/flow/orfs finish
==> /design/flow/config.mk <==
export PLATFORM = sky130hd
export DESIGN_NAME = ALU
export DESIGN_NICKNAME = ALU
export VERILOG_FILES = /design/flow/design.v
export SDC_FILE = /design/flow/constraint.sdc
export NUM_CORES = 4
export LEC_CHECK = 1
export CORE_UTILIZATION = 50
==> /design/flow/constraint.sdc <==
current_design ALU

set clk_period 17.1
set clk_io_pct 0.2

create_clock -name clk0 -period $clk_period

set non_clock_inputs [all_inputs -no_clocks]
set_input_delay [expr $clk_period * $clk_io_pct] -clock clk0 $non_clock_inputs
set_output_delay [expr $clk_period * $clk_io_pct] -clock clk0 [all_outputs]
==> results.sh <==
# yosys + openroad results
export IMPL_status="completed"
export IMPL_grt_max_degree=78
export IMPL_crit_buf_inv=3
export IMPL_antenna_found_initial=0
export IMPL_holdCritPathClass="primary input to primary output"
export IMPL_ys_sh_simple_pct=21.3
export IMPL_wl_mm=17.1
export IMPL_io_pin_count=103
export IMPL_muxShareOfSynthArea_pct=1.41
export IMPL_detailed_place_hpwl_mm=13.7
export IMPL_fin_crit_ns=11.60
export IMPL_worstPathCellList="clkdlybuf4s50_1, inv_1, ha_1, a21oi_2, o211ai_2, a21oi_2, xnor2_1, o32ai_1, or3_4, or4_1, or4b_1, nor4_2, nand4b_1, nor4_2, clkdlybuf4s50_1"
export IMPL_grtUsageTotal_pct=32.5
export IMPL_ys_sh_aoi_pct=36.0
export IMPL_die_w_um=103
export IMPL_fill_cells=896
export IMPL_top_logic_kind="AND-OR/OR-AND gates"
export IMPL_drv_cap=0
export IMPL_ys_seq_share_pct=0
export IMPL_grt_pass1_vias=5333
export IMPL_layout_top_cell="inv_1"
export IMPL_final_seq_area_um2=0
export IMPL_yosysCellCount=789
export IMPL_holdPathStages=5
export IMPL_setup_slack_ns=5.50
export IMPL_place_inst=984
export IMPL_viasPerCell=6.13
export IMPL_top_cell_area_share_pct=23.8
export IMPL_cts_hold_buf=0
export IMPL_post_drt_wl_per_cell_um=17.4
export IMPL_syn_area_per_cell_um2=6.40
export IMPL_setup_violations=0
export IMPL_hold_violations=0
export IMPL_postCtsSetupRepairBufs=0
export IMPL_p_clk_share_pct=0
export IMPL_ys_sh_adder_pct=24.6
export IMPL_seq_cell_count=0
export IMPL_gr_total_overflow=0
export IMPL_timing_fmax_mhz=86.2
export IMPL_seqPwrFrac_pct=0
export IMPL_finalSetupTns_ns=0
export IMPL_lay_top_cells="103 x inv_1, 102 x clkdlybuf4s50_1, 101 x a21oi_1, 96 x ha_1, 74 x nor2_1"
export IMPL_critPathLaunchType="primary input"
export IMPL_drive_gt1_share_pct=3.06
export IMPL_worst_setup_path_end_kind="primary output"
export IMPL_sw_frac_of_total_pct=56.5
export IMPL_crit_path_top_delay_cell="or4b_1"
export IMPL_power_density_mw_per_mm2=34.3
export IMPL_p_sw_uw=118
export IMPL_fin_crit_sh_pct=67.8
export IMPL_worstSetupPathType="primary input to primary output"
export IMPL_dieHeight_um=103
export IMPL_coreArea_mm2=0.00977
export IMPL_combPwrFrac_pct=100.0
export IMPL_preCtsSetupSlack_ns=5.53
export IMPL_netlist_cell_type_count=73
export IMPL_nClkBuffers=0
export IMPL_xor_share_pct=4.85
export IMPL_fin_util_pct=62.2
export IMPL_grt_setup_unrepaired="false"
export IMPL_cp_required_ns=13.68
export IMPL_drtAntennaViolNets=0
export IMPL_portBuffers=103
export IMPL_drc=0
export IMPL_rows=36
export IMPL_final_cells=984
export IMPL_p_leak_uw=0.00268
export IMPL_peakVddDrop_mv=0.0204
export IMPL_min_to="Carry"
export IMPL_warning_count=97
export IMPL_synth_warnings=0
export IMPL_ctsResizeCount=0
export IMPL_worst_pin_slew_ns=0.797
export IMPL_num_antenna_cells=0
export IMPL_chipArea_mm2=0.0105
export IMPL_p_int_uw=90.7
export IMPL_min_delay_start="ALUControl[0]"
export IMPL_topCellsByArea="ha_1 24%, a21oi_1 10%, inv_1 7.7%, nor2_1 5.5%, xnor2_1 4.5%"
export IMPL_p_total_uw=208
export IMPL_syn_cell_area_mm2=0.00505
export IMPL_vias=6032
export IMPL_drtIter0Drc=425
export IMPL_drv_slew=0
export IMPL_critPathArrivalTime_ns=8.18
export IMPL_synthCells=789
export IMPL_area_delta_synth_final_pct=20.3
export IMPL_grt_pass1_wl_mm=26.6
export IMPL_slew_headroom_pct=46.9
export IMPL_cp_max_fo=7
export IMPL_first_pass_iters=5
export IMPL_largest_area_cell="ha_1"
export IMPL_path_delay_family="simple AND/OR/NAND/NOR gates"
export IMPL_ys_area_mm2=0.00505
export IMPL_floorplan_core_util_pct=51.7
export IMPL_gp_congestion=1.12
export IMPL_slowest_delay_ns=0.59
-- cell type report --
class	instances	area, µm²	area share, %
Timing Repair Buffer	109	1070	17.6
Multi-Input combinational cell	638	4450	73.2
Tap cell	133	166	2.74
Inverter	104	390	6.42
-- cell usage after synthesis (all sizes together) (4+ instances only) --
cell type / instances
a21oi: 103
inv: 103
ha: 96
nor2: 74
o21ai: 46
nand2: 37
nor3: 33
clkbuf: 27
xnor2: 26
nand3: 21
o22ai: 21
buf: 20
o31ai: 17
o21bai: 16
a31oi: 14
nor4: 12
a311oi: 10
a21o: 9
a211oi: 8
nand2b: 7
nand4: 7
nor2b: 7
mux2i: 6
o211ai: 6
o21a: 5
a32oi: 4
nor3b: 4
or2: 4
-- power groups by stage --
stage	combinational (µW)	clock, µW	sequential (µW)
6_report	208	0	0
4_1_cts	205	0	0
5_1_grt	227	0	0
-- worst max-delay path by stage --
| stage | start | slack (ns) | endpoint | cells past startpoint |
|---|---|---|---|---|
| CTS | A[1] | 5.52 | Zero | 15 |
| global route | A[1] | 5.16 | Zero | 15 |
| finish | A[3] | 5.50 | Zero | 15 |
-- kinds of logic (layout without fill, tap and decap cells) --
kind of cell	count (synthesis)	count (layout)
compound gates	286	286
mux	7	7
xor+xnor	28	28
fa+ha+maj	98	98
buf+inv	151	213
simple gates	219	219
-- per-layer routing --
layer  GRT usage, %  vias up  wire [µm]
li1               -     2955          -
met1           45.9     2711       7520
met2           52.7      330       7710
met3           3.51       36       1470
met4           8.68        0        429
met5              0        -          0
-- metrics by stage --
step	hold WS, ns	instance area (µm²)
CTS	7.81	6080
finish	7.84	6080
global placement	7.80	6080
detailed placement	7.80	6080
global route	7.91	6080
floorplan	6.92	5050
Power is estimated from default activity; no workload was simulated.
